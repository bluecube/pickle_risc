==> flow/design.v <==
typedef enum logic [1:0] {
  A_SEL  = 2'b00,
  D_SEL  = 2'b01,
  A_ZERO = 2'b10,
  A_OFF  = 2'b11
} register_board_a_mode_t;
module register_board (
  input logic clk,
  input logic reset,
  input logic [15:0] d,
  input logic n_load,
  input register_board_a_mode_t a_mode,
  input logic n_b_en,
  input logic [3:0] d_sel,
  input logic [3:0] a_sel,
  input logic [3:0] b_sel,
  output logic [15:0] a,
  output logic [15:0] b
);
  logic [15:0] r0;
  logic [15:0] regs [1:15];
  logic [3:0] d_sel_latched;
  logic n_load_latched;
  logic [15:0] d_latched;
  function [15:0] reg_value(input [3:0] sel);
  begin
    if (sel == 0)
      reg_value = r0;
    else
      reg_value = regs[sel];
  end
  endfunction
  always_ff @(posedge clk) begin
    d_sel_latched <= d_sel;
    n_load_latched <= n_load;
    d_latched <= d;
  end
  always_ff @(negedge clk) begin
    if (!n_load_latched && d_sel_latched != 4'd0) begin
      regs[d_sel_latched] <= d_latched;
    end
  end
  always_ff @(posedge reset) begin
    r0 <= 16'd0;
  end
  always_comb begin
    if (a_mode == A_SEL)
      a = reg_value(a_sel);
    else if (a_mode == D_SEL)
      a = reg_value(d_sel);
    else if (a_mode == A_ZERO)
      a = r0;
    else if (a_mode == A_OFF)
      a = 16'hz;
    else
      a = 16'hx;
  end
  always_comb begin
    if (n_b_en)
      b = 16'hz;
    else
      b = reg_value(b_sel);
  end
endmodule
==> flow/run.sh <==
#!/bin/bash
# OpenROAD 26Q1-2900-gdf79404cd8, Yosys 0.63+post, stock flow scripts
make -C /OpenROAD-flow-scripts/flow DESIGN_CONFIG=/design/flow/config.mk WORK_HOME=/design/flow/orfs finish
==> flow/config.mk <==
export PLATFORM = sky130hd
export DESIGN_NAME = register_board
export DESIGN_NICKNAME = register_board
export VERILOG_FILES = /design/flow/design.v
export SDC_FILE = /design/flow/constraint.sdc
export NUM_CORES = 4
export LEC_CHECK = 1
export CORE_UTILIZATION = 30
==> flow/constraint.sdc <==
current_design register_board

set clk_period 9.3
set clk_io_pct 0.2

create_clock -name clk0 -period $clk_period [get_ports {clk}]
create_clock -name clk1 -period $clk_period [get_ports {reset}]

set non_clock_inputs [all_inputs -no_clocks]
set_input_delay [expr $clk_period * $clk_io_pct] -clock clk0 $non_clock_inputs
set_output_delay [expr $clk_period * $clk_io_pct] -clock clk0 [all_outputs]
==> ci_impl_report.md <==
### Flow metrics

| Metric | Value |
|---|---|
| Status | `complete, no violations` |
| Ports | `66` |
| Final tally of hold violations | `0` |
| Hold_ws | `1.752 ns` |
| Peak supply drop | `136.2 uV` |
| Critical path type | `reg -> out` |
| Full die area | `40090 um^2` |
| Worst setup SP type | `flop` |
| H-Tree Level Count | `1` |
| Post_cts resized | `0` |
| Post-Syn Area | `11790 um^2` |
| P_leak | `6.022 nW` |
| Dominant cell type by area after synthesis | `edfxtp_1` |
| Reg2Reg Depth | `3` |
| Hold path depth | `1` |
| Routed Antenna Nets | `0` |
| Tool warnings | `268` |
| GRT Resource Usage Total | `16.61%` |
| Async set-reset flop share out of synthesis | `0%` |
| Rel. slew slack | `42.18%` |
| Crit path DRT | `7.44 ns` |
| Worst-path clk slew | `0.06 ns` |
| Pwr/cell area | `203.7 nW/um^2` |
| Slew Limit Fails | `0` |
| First-pass GRT wire length | `46.73 mm` |
| Port Buffer Count | `63` |
| Fin Setup TNS | `0 ns` |
| Post-synth EDFFs | `240` |
| Sequential share of the synthesized area | `64.70%` |
| Num rows | `72` |
| Initial core utilization | `30.43%` |
| Main area contributors | `edfxtp_1 61%, mux2i_1 9.5%, mux4_2 9.2%, dfxtp_1 3.6%, o22ai_1 2.5%` |
| Placer Congestion | `0.8250` |
| Core Region | `38740 um^2` |
| Congestion Overflow GR | `0` |
| Setup crit end kind | `output pin` |
| HP Class | `in -> reg` |
| Final cell count without fillers | `1608` |
| Drt wl/cell | `19.40 um` |
| Synth Flop Type | `edfxtp_1` |
| Initial antenna violation count | `0` |
| DRT iter0 DRCs | `336` |
| Least-Margin Pin Slew | `0.8663 ns` |
| Clk sinks | `261` |
| CTS tree | `yes` |
| Cts hold-fix bufs | `0` |
| Yosys top cell area share | `61.13%` |
| Total Power | `0.003023 W` |
| TritonRoute pass-1 iters | `5` |
| Yosys warning total | `3` |
| CTS root buf | `clkbuf_16` |
| Post-DP HPWL | `19.09 mm` |
| Util after Layout | `38.31%` |
| Longest Clk Path Bufs | `3` |
| Share of cells above drive strength 1 | `15.14%` |
| Max Cap Viol | `0` |
| Yosys stat cell total | `757` |
| Setup bufs post-CTS | `0` |
| Vias in the first global route | `8383` |
| Syn Area/Cell | `15.57 um^2` |
| Die H | `200.2 um` |
| Die W | `200.2 um` |
| Filler Cell Count | `3565` |
| Synth cell types | `32` |
| Synth-to-Final Area Change | `25.88%` |
| Final setup fails | `0` |
| Post-synth top cells | `240 x edfxtp_1, 112 x mux2i_1, 62 x nand2_1` |
| Worst EP arrival | `7.10 ns` |
| N_diodes | `0` |
| Most common cell in the netlist | `edfxtp_1` |
| RSZ-0062 raised after global routing | `false` |
| WL final | `31.19 mm` |
| Final Skew | `0.06885 ns` |
| Yosys stat chip area | `11790 um^2` |
| Synthesized instance count | `757` |
| DRC viols | `0` |
| Ys flops | `261` |
| Vias | `7807` |
| Dpl cells | `1320` |
| CP max FO | `2` |
| TritonCTS Buffers | `28` |
| Largest net degree at the start of global routing | `58` |
| Via density | `4.855` |
## area by class of cell
| class | instances | area, um^2 | area share, % |
|---|---|---|---|
| Timing Repair Buffer | 96 | 868.3 | 5.852 |
| Sequential cell | 261 | 7627 | 51.40 |
| Clock inverter | 256 | 1006 | 6.779 |
| Tap cell | 518 | 648.1 | 4.368 |
| Multi-Input combinational cell | 442 | 3899 | 26.27 |
| Inverter | 2 | 7.507 | 0.05059 |
| Clock buffer | 33 | 783.3 | 5.278 |
## layout by cell type, fill, tap and decap left out, drive strengths merged
cell type,Yosys,routed
mux2,18,18
bufinv,0,1
or3b,2,2
clkdlybuf4s50,0,60
nor4,2,2
or3,1,1
or4,16,16
a311oi,16,16
a21oi,16,16
o21ai,17,17
nand2,62,62
dfxtp,21,21
inv,3,248
clkbuf,23,33
nor2,48,48
o32ai,3,3
buf,28,36
nand3b,1,1
nand2b,6,6
and3,1,1
o22ai,48,48
nor3,4,4
mux2i,112,112
clkinv,0,3
or2,2,2
o32a,1,1
edfxtp,240,240
clkinvlp,0,6
a211oi,18,18
mux4,48,48
## path summary, 6_finish.rpt
path,from,to,slack (ns)
setup / recovery,regs[7][6]$_DFFE_NP_,b[6],0.34
hold / removal,d[14],d_latched[14]$_DFF_P_,1.75
hold reg to reg,d_latched[15]$_DFF_P_,regs[2][15]$_DFFE_NP_,5.25
setup reg to reg,d_sel_latched[3]$_DFF_P_,regs[9][15]$_DFFE_NP_,2.61
## logic make-up after synthesis
group	Yosys count	share of synthesized area [%]
flops	261	64.70
mux	178	20.43
simple gates	145	5.540
compound gates	119	6.591
buf+inv	54	2.738
## metal layers
| metal | vias up | wire (um) | global-route usage [%] |
|---|---|---|---|
| met4 | 0 | 657 | 5.385 |
| met5 | - | 0 | 0.9524 |
| met1 | 3686 | 11460 | 18.51 |
| met2 | 409 | 15300 | 26.20 |
| met3 | 46 | 3771 | 10.38 |
| li1 | 3666 | - | - |
## stage by stage
| step | worst slack (ns) | area, um^2 |
|---|---|---|
| after floorplan | 1.624 | 11790 |
| after global placement | 0.9268 | 13050 |
| after detailed placement | 0.9301 | 13050 |
| after CTS | 0.3068 | 14840 |
| after global routing | 0.2713 | 14840 |
| final | 0.3426 | 14840 |
## where the power goes
part | internal (W) | switching [W] | leakage (nW) | total (W)
registers | 0.00132 | 0.0000241 | 2.35 | 0.00134
logic | 0.000116 | 0.000121 | 1.96 | 0.000237
clock network | 0.000761 | 0.000682 | 1.72 | 0.00144
total | 0.00220 | 0.000828 | 6.02 | 0.00302
## sequential cells by signal (all words and copies together) (netlist names)
signal	cells
regs	240
d_latched	16
n_load_latched	1
d_sel_latched	4
## critical path, cell delays in order, from the launching register on
cell,delay [ns]
edfxtp_1,0.37
mux4_2,0.48
mux2_2,0.29
nand2_1,0.06
o21ai_0,0.16
clkdlybuf4s50_1,0.50
Power and IR drop assume default switching activity.
